[design/flow/config.mk]
export PLATFORM = sky130hd
export DESIGN_NAME = Address_Generator
export DESIGN_NICKNAME = Address_Generator
export VERILOG_FILES = /design/flow/design.v
export SDC_FILE = /design/flow/constraint.sdc
export NUM_CORES = 4
export LEC_CHECK = 1
export CORE_UTILIZATION = 50
[design/flow/constraint.sdc]
current_design Address_Generator

set clk_period 5.8
set clk_io_pct 0.2

create_clock -name clk0 -period $clk_period [get_ports {CLK25}]

set non_clock_inputs [all_inputs -no_clocks]
set_input_delay [expr $clk_period * $clk_io_pct] -clock clk0 $non_clock_inputs
set_output_delay [expr $clk_period * $clk_io_pct] -clock clk0 [all_outputs]
[design/flow/design.v]
module Address_Generator #(
    parameter integer IMG_W = 160,
    parameter integer IMG_H = 120
)(
    input  wire        CLK25,
    input  wire        reset,
    input  wire        enable,     
    input  wire        vsync,      
    output reg [14:0]  address_C,
    output reg [14:0]  address_N,
    output reg [14:0]  address_NE,
    output reg [14:0]  address_E,
    output reg [14:0]  address_SE,
    output reg [14:0]  address_S,
    output reg [14:0]  address_SW,
    output reg [14:0]  address_W,
    output reg [14:0]  address_NW,
    input  wire [10:0] Hcount_in,  
    input  wire [10:0] Vcount_in
);
    wire [9:0] hx = Hcount_in[10:2];  
    wire [8:0] vy = Vcount_in[9:2];   
    wire [9:0] xL = (hx == 0)              ? 0       : hx - 1;
    wire [9:0] xR = (hx == IMG_W-1)        ? IMG_W-1 : hx + 1;
    wire [8:0] yU = (vy == 0)              ? 0       : vy - 1;
    wire [8:0] yD = (vy == IMG_H-1)        ? IMG_H-1 : vy + 1;
    wire [14:0] C  = vy*IMG_W + hx;
    wire [14:0] N  = yU*IMG_W + hx;
    wire [14:0] S  = yD*IMG_W + hx;
    wire [14:0] W  = vy*IMG_W + xL;
    wire [14:0] E  = vy*IMG_W + xR;
    wire [14:0] NW = yU*IMG_W + xL;
    wire [14:0] NE = yU*IMG_W + xR;
    wire [14:0] SW = yD*IMG_W + xL;
    wire [14:0] SE = yD*IMG_W + xR;
    always @(posedge CLK25) begin
        if (reset) begin
            address_C  <= 0;
            address_N  <= 0;
            address_NE <= 0;
            address_E  <= 0;
            address_SE <= 0;
            address_S  <= 0;
            address_SW <= 0;
            address_W  <= 0;
            address_NW <= 0;
        end else if (enable) begin
            address_C  <= C;
            address_N  <= N;
            address_NE <= NE;
            address_E  <= E;
            address_SE <= SE;
            address_S  <= S;
            address_SW <= SW;
            address_W  <= W;
            address_NW <= NW;
        end
    end
endmodule
[design/flow/run.sh]
#!/bin/bash
# OpenROAD 26Q1-2900-gdf79404cd8, Yosys 0.63+post, stock flow scripts
make -C /OpenROAD-flow-scripts/flow DESIGN_CONFIG=/design/flow/config.mk WORK_HOME=/design/flow/orfs finish
==> summary.txt <==
From the run reports.

- The run finished with clean final reports.
- The final global-route overflow total is 0.
- The H-tree depth reads 3.
- The total clock sinks reads 105.
- Per the cell usage report, the commonest logic cells after layout are 152 x sky130_fd_sc_hd__clkdlybuf4s50_1, 144 x sky130_fd_sc_hd__nor2_1, 105 x sky130_fd_sc_hd__dfxtp_1, 81 x sky130_fd_sc_hd__ha_1, 54 x sky130_fd_sc_hd__xnor2_1.
- The maximum number of pins on one net before global-route repair reads 69.
- By startpoint and endpoint, the worst setup path is classified as in -> reg.
- The number of vias in the routed layout is 6690.
- The instance tally after logic synthesis is 914.
- The part of the total power dissipated in the clock network reads 0.233.
- The cell type contributing the most total cell area after synthesis reads sky130_fd_sc_hd__dfxtp_1.
- Dividing the detail-routed via count by the number of cells gives 5.41.
- The transition time at the pin with the least slew margin reads 0.846 ns.
- Hold repair after CTS inserted 0 buffers.
- The per-instance average area after synthesis reads 8.76 um2.
- The switching part of the total reads 0.342.
- Counting only logic cells after layout, the most numerous master is sky130_fd_sc_hd__clkdlybuf4s50_1.
- The total negative slack for setup checks is 0 ns.
- The routed design has 20.8 mm of wire.
- The fraction of layout cells with a size suffix above 1 is 0.0692.
- The launching point of the worst reg2reg path reads address_E[1].
- The sequential element share of the synthesized area is 0.263.
- Before any placement, the netlist area is recorded as 0.00801 mm2.
- The number of max-slew violations in the final report reads 0.
- The final core area utilization reads 0.637.
- The worst min-delay path category is reg -> reg.
- The highest cell delay on the worst timing path reads 0.57 ns.
- The net switching power of the design is 0.911 mW.
- TritonRoute reported its final design rule violation total as 0.
- TritonCTS built the clock tree.
- The buffering stage count on the worst path with inverters included is 2.
- The first-pass GRT wire length reads 33.0 mm.
- Buffers inserted during clock tree synthesis total 9.
- The worst setup path is launched from an input pin.
- The period utilization reads 0.834.
- During I/O placement, the number of pins put on the boundary was 161.
- The final weighted congestion in routability-driven placement reads 0.913.
- The worst path needs 4.84 ns of the cycle, external delays included.
- The share of total power dissipated in combinational logic is 0.437.
- The startpoint of the tightest hold check path is address_S[10].
- The count of final setup violators is 0.
- The tightest hold margin reads 0.482 ns.
- The highest net fanout along the worst path is 9.
- The startpoint of the worst setup timing path reads Hcount_in[4].
- The core area reads 0.0154 mm2.
- The share of synthesized area in the top cell type comes to 0.263.
- The register bit total from synthesis reads 105.
- The horizontal die dimension is 129 um.
- The power report lists cell-internal power as 1.75 mW.
- At the worst endpoint, the arrival time is 5.11 ns.
- The primary flip-flop cell chosen by synthesis mapping is sky130_fd_sc_hd__dfxtp_1.
- The clock tree skew after final layout is 0 ns.
- The power per cell area reads 271 mW/mm2.
- After detailed routing, the average wire length per cell comes to 16.8 um.
- The half-perimeter wire length after placement reads 15.9 mm.
- For this run, the top clock speed supported by timing is 0.207 GHz.
- The count of max-cap constraint violations is 0.
- The number of synthesized flops with an enable pin reads 0.
- The chip height is 129 um.
- The cell leakage power is 4.01 nW.
- The antenna cell count reads 0.
- Setup repair after global routing left no endpoint under its margin.
- The family with the most delay on the worst path is simple AND/OR/NAND/NOR gates.
- The largest individual stage delay along the critical path comes from the cell sky130_fd_sc_hd__clkdlybuf4s50_1.
- The post-synthesis async set-or-reset flop share is 0.
- The area of the synthesized netlist per yosys stat is 0.00801 mm2.
- The count of nets left with antenna violations once routing finished came out at 0.
- The initial antenna violation count reads 0.
- The number of buffers inserted to repair setup after CTS reads 0.
- The layout-stage area growth over the synthesis result is 22.8%.
- The initialized floorplan defines 45 standard-cell rows.
- The clock tree buffer depth reads 2.
- The count of input and output buffers reads 154.
- In this run, distinct cell masters in the synthesized netlist total 70.
- The number of violations reported at the end of detailed-routing iteration 0 reads 284.
- The via count of the first global-routing pass reads 6340.
- For the worst-skew pair, the clock arrives at the later sink with an insertion delay of 0.35 ns.
- The final hold violation count is 0.
- The post-CTS resize count reads 0.
- Yosys attributes the largest share of cell area to sky130_fd_sc_hd__dfxtp_1 26%, sky130_fd_sc_hd__ha_1 13%, sky130_fd_sc_hd__nor2_1 6.8%.
- The capturing element type of the critical path is a flop.
- The tally of yosys warning messages is 1.
- The synth_stat.txt file lists the number of cells as 914.
- The sequential power share is 0.329.
- The fill cell instance count of the final layout reads 1260.
- Looking at the VDD voltage map, the peak drop is 0.000190 V.
- The clock-pin slew of the registers on the worst-case setup and hold paths is 0.07 ns.
- Listed in order, past its start point the critical path passes clkdlybuf4s50_1 > or3_1 > or3_1 > xor2_1 > nor2_1 > ha_1 > inv_1 > fa_1 > nor2b_1 > o21ai_0 > a21boi_0 > o21ai_0 > xor2_1 > a211oi_1.
- The slew check shows that the tightest pin keeps a relative margin of 0.432.
- The chip footprint reads 0.0165 mm2.
- The buffer type at the clock tree root reads sky130_fd_sc_hd__clkbuf_16.
- For this configuration, the core starts out at a cell density of 0.519.
- The endpoint required time on the critical path reads 6.07 ns.
- The logs give a warning total of 35.
- The first TritonRoute pass finished after 5 iterations.
- The aggregate global-route resource usage is 0.264.
[power by group through the flow]
stage,sequential [mW],combinational [mW],clock [mW]
5_1_grt,0.888,1.29,0.666
6_report,0.876,1.16,0.620
4_1_cts,0.876,1.17,0.636
[path summary, 6_finish.rpt]
check	depth (start not counted)	slack, ns	end
setup / recovery	14	0.96	address_W[11]
hold / removal	2	0.48	address_S[10]
setup reg to reg	2	5.05	address_E[1]
hold reg to reg	2	0.48	address_S[10]
[routing by layer]
layer	wire, um	up-vias	global-route usage
li1	-	3404	-
met1	9930	3091	0.395
met2	9360	169	0.410
met3	1080	26	0.0538
met4	382	0	0.0464
met5	0	-	0
[cell families (layout without fill, tap and decap cells)]
kind of cell             count (synthesis)  in the layout  synth area share
AND/OR/NAND/NOR                        276            276             0.166
AND-OR/OR-AND                          187            187             0.175
buffers and inverters                  112            224            0.0692
flip-flops                             105            105             0.263
XOR/XNOR                                97             97             0.115
adder cells (fa/ha/maj)                 93             93             0.157
multiplexers                            44             44            0.0550
[synthesized netlist by cell type, types with 24 or more instances]
cell,n
sky130_fd_sc_hd__nor2_1,144
sky130_fd_sc_hd__nand3_1,26
sky130_fd_sc_hd__a21o_1,24
sky130_fd_sc_hd__a21oi_1,27
sky130_fd_sc_hd__buf_4,30
sky130_fd_sc_hd__inv_1,36
sky130_fd_sc_hd__xnor2_1,54
sky130_fd_sc_hd__dfxtp_1,105
sky130_fd_sc_hd__mux2i_1,44
sky130_fd_sc_hd__nand2_1,29
sky130_fd_sc_hd__ha_1,81
sky130_fd_sc_hd__clkbuf_1,32
sky130_fd_sc_hd__xor2_1,37
sky130_fd_sc_hd__o21ai_0,27
sky130_fd_sc_hd__a211oi_1,51
[metrics by stage]
stage	power (mW)	std cells	cell area, um2	setup WS (ns)
2_1_floorplan	1.63	914	8010	1.30
3_3_place_gp	2.04	1222	9530	0.676
3_5_place_dp	2.05	1222	9530	0.625
4_1_cts	2.68	1237	9830	0.992
5_1_grt	2.84	1237	9830	0.714
6_report	2.66	1237	9830	0.962
[final cells by class]
cell class                 instances  area [um2]  area share
clock buffer                      11         243      0.0247
clock inverter                     4        51.3     0.00522
inverter                          36         135      0.0137
multi-input combinational        697        5350       0.544
sequential                       105        2100       0.214
tap                              211         264      0.0269
timing repair buffer             173        1680       0.171
[sequential cells by signal, summed over array words and instances (netlist names)]
| register | flops |
|---|---|
| address_E | 15 |
| address_SW | 15 |
| address_S | 15 |
| address_C | 10 |
| address_NE | 10 |
| address_NW | 10 |
| address_N | 10 |
| address_SE | 10 |
| address_W | 10 |
[worst min-delay path: stages (launching register included)]
cell and delay [ns]:
sky130_fd_sc_hd__dfxtp_1 0.31, sky130_fd_sc_hd__nor2_1 0.08, sky130_fd_sc_hd__a211oi_1 0.05
Power is estimated from default activity; no workload was simulated.
