**flow/run.sh**
```bash
#!/bin/bash
# OpenROAD 26Q1-2900-gdf79404cd8, Yosys 0.63+post, stock flow scripts
make -C /OpenROAD-flow-scripts/flow DESIGN_CONFIG=/design/flow/config.mk WORK_HOME=/design/flow/orfs finish
```
**flow/config.mk**
```make
export PLATFORM = sky130hd
export DESIGN_NAME = ov7670_controller
export DESIGN_NICKNAME = ov7670_controller
export VERILOG_FILES = /design/flow/design.v
export SDC_FILE = /design/flow/constraint.sdc
export NUM_CORES = 4
export LEC_CHECK = 1
export CORE_UTILIZATION = 30
```
**flow/constraint.sdc**
```tcl
current_design ov7670_controller

set clk_period 7.0
set clk_io_pct 0.2

create_clock -name clk0 -period $clk_period [get_ports {clk}]

set non_clock_inputs [all_inputs -no_clocks]
set_input_delay [expr $clk_period * $clk_io_pct] -clock clk0 $non_clock_inputs
set_output_delay [expr $clk_period * $clk_io_pct] -clock clk0 [all_outputs]
```
**flow/design.v**
```verilog
module i2c_sender(
	input  clk,
	inout  siod,
	output reg sioc,
	output reg taken,
	input send,
	input [7:0] id,
	input [7:0] reg_xhdl1,
	input [7:0] value
);
reg siod_xhdl0;
reg [7:0] divider;
reg [31:0] busy_sr, data_sr;
assign siod = siod_xhdl0;
initial 
begin
	divider<=8'b0000_0001;
	busy_sr<={32{1'b0}};
	data_sr<={32{1'b1}};
end
always @(busy_sr or data_sr[31])
begin
	if( (busy_sr[11:10] == 2'b10) | (busy_sr[20:19] == 2'b10) | (busy_sr[29:28] == 2'b10) )
	begin
		siod_xhdl0 <=1'bz;
	end
	else
	begin
		siod_xhdl0<=data_sr[31];
	end
end
always @(posedge clk) begin
	taken <=1'b0;
	if(busy_sr[31] == 1'b0) begin
		sioc<=1'b1;
		if(send == 1'b1)
		begin
			if(divider == 8'b0000_0000)
			begin
				data_sr<={3'b100,id,1'b0,reg_xhdl1,1'b0,value,1'b0,2'b01};
				busy_sr<={3'b111,9'b1_1111_1111,9'b1_1111_1111,9'b1_1111_1111,2'b11};
				taken<=1'b1;
			end
			else
			begin
				divider<=divider+1;
			end
		end	
	end
	else
	begin
		case({busy_sr[31:29],busy_sr[2:0]})
			{3'b111,3'b111}:
				begin
					case(divider[7:6])
						2'b00: sioc<=1'b1;
						2'b01: sioc<=1'b1;
						2'b10: sioc<=1'b1;
						default: sioc<=1'b1;
					endcase
				end
			{3'b111,3'b110}:
				begin
					case(divider[7:6])
						2'b00: sioc<=1'b1;
						2'b01: sioc<=1'b1;
						2'b10: sioc<=1'b1;
						default: sioc<=1'b1;
					endcase
				end
			{3'b111,3'b100}:
				begin
					case(divider[7:6])
						2'b00: sioc<=1'b0;
						2'b01: sioc<=1'b0;
						2'b10: sioc<=1'b0;
						default: sioc<=1'b0;
					endcase
				end
			{3'b110,3'b000}:
				begin
					case(divider[7:6])
						2'b00: sioc<=1'b0;
						2'b01: sioc<=1'b1;
						2'b10: sioc<=1'b1;
						default: sioc<=1'b1;
					endcase
				end
			{3'b100,3'b000}:
				begin
					case(divider[7:6])
						2'b00: sioc<=1'b1;
						2'b01: sioc<=1'b1;
						2'b10: sioc<=1'b1;
						default: sioc<=1'b1;
					endcase
				end
			{3'b000,3'b000}:
				begin
					case(divider[7:6])
						2'b00: sioc<=1'b1;
						2'b01: sioc<=1'b1;
						2'b10: sioc<=1'b1;
						default: sioc<=1'b1;
					endcase
				end
			default:
				begin
					case(divider[7:6])
						2'b00: sioc<=1'b0;
						2'b01: sioc<=1'b1;
						2'b10: sioc<=1'b1;
						default: sioc<=1'b0;
					endcase
				end
		endcase
		if(divider == 8'b1111_1111)
		begin
			busy_sr<={busy_sr[30:0],1'b0};
			data_sr<={data_sr[30:0],1'b1};
			divider<={8{1'b0}};
		end
		else
		begin
			divider<=divider+1;
		end
	end
end
endmodule
module ov7670_controller (
	input clk,
	input resend,
	output config_finished,
	output sioc,
	inout siod,
	output reset,
	output pwdn,
	output xclk
	);
    wire siod_xhdl0;
	reg sys_clk;
	wire [15:0] command;
	wire finished;
	wire taken;
	wire send;
	parameter[7:0] camera_address = 8'h42;
	assign siod = siod_xhdl0;
	initial
	begin
		sys_clk <= 1'b0;
	end
	assign config_finished = finished;
	assign send = ~finished;
	i2c_sender u_i2c_sender(
		.clk(clk),
		.taken(taken),
		.siod(siod),
		.sioc(sioc),
		.send(send),
		.id(camera_address),
		.reg_xhdl1(command[15:8]),
		.value(command[7:0])
	);
	assign reset = 1'b1;
	assign pwdn = 1'b0;
	assign xclk = sys_clk;
	ov7670_registers u_ov7670_registers(
		.clk(clk),
		.advance(taken),
		.command(command),
		.finished(finished),
		.resend(resend)
		);
	always @(posedge clk)
	begin
		sys_clk <= ~sys_clk;
	end
endmodule
module ov7670_registers(
	input clk,
	input resend,
	input advance,
	output [15:0] command,
	output finished
	);
	reg [15:0] sreg;
	reg [7:0] address;
	initial
	begin
		address <= {8{1'b0}};
	end
	assign command = sreg;
	assign finished = (sreg == 16'hFFFF) ? 1'b1 : 1'b0;
	always @(posedge clk)
	begin
		if(resend == 1'b1)
		begin
			address <= {8{1'b0}};
		end
	else if (advance == 1'b1)
	begin
		address <= address+1;
	end
	case(address)
	8'h00:
		begin
			sreg <= 16'h1280;
		end
	8'h01:
		begin
			sreg <= 16'h1280;
		end
	8'h02:
		begin
			sreg <= 16'h1204;
		end
	8'h03:
		begin
			sreg <= 16'h1100;
		end
	8'h04:
		begin
			sreg <= 16'h0C00;
		end
	8'h05:
		begin
			sreg <= 16'h3E00;
		end
	8'h06:
		begin
			sreg <= 16'h8C00;
		end
	8'h07:
		begin
			sreg <= 16'h0400;
		end
	8'h08:
		begin
			sreg <= 16'h4010;
		end
	8'h09:
		begin
			sreg <= 16'h3A04;
		end
	8'h0A:
		begin
			sreg <= 16'h1438;
		end
	8'h0B:
		begin
			sreg <= 16'h4fb3;
		end
	8'h0C:
		begin
			sreg <= 16'h50b3;
		end
	8'h0D:
		begin
			sreg <= 16'h5100;
		end
	8'h0E:
		begin
			sreg <= 16'h523d;
		end
	8'h0F:
		begin
			sreg <= 16'h53A7;
		end
	8'h10:
		begin
			sreg <= 16'h54e4;
		end
	8'h11:
		begin
			sreg <= 16'h589e;
		end
	8'h12:
		begin
			sreg <= 16'h3dc0;
		end
	8'h13:
		begin
			sreg <= 16'h1100;
		end
	8'h14:
		begin
			sreg <= 16'h1711;
		end
	8'h15:
		begin
			sreg <= 16'h1861;
		end
	8'h16:
		begin
			sreg <= 16'h32a4;
		end
	8'h17:
		begin
			sreg <= 16'h1903;
		end
	8'h18:
		begin
			sreg <= 16'h1a7b;
		end
	8'h19:
		begin
			sreg <= 16'h030a;
		end
	8'h1A:
		begin
			sreg <= 16'h0e61;
		end
	8'h1B:
		begin
			sreg <= 16'h0f4b;
		end
	8'h1C:
		begin
			sreg <= 16'h1602;
		end
	8'h1D:
		begin
			sreg <= 16'h1e37;
		end
	8'h1E:
		begin
			sreg <= 16'h2102;
		end
	8'h1F:
		begin
			sreg <= 16'h2291;
		end
	8'h20:
		begin
			sreg <= 16'h2907;
		end
	8'h21:
		begin
			sreg <= 16'h330b;
		end
	8'h22:
		begin
			sreg <= 16'h350b;
		end
	8'h23:
		begin
			sreg <= 16'h371d;
		end
	8'h24:
		begin
			sreg <= 16'h3871;
		end
	8'h25:
		begin
			sreg <= 16'h392a;
		end
	8'h26:
		begin
			sreg <= 16'h3c78;
		end
	8'h27:
		begin
			sreg <= 16'h4d40;
		end
	8'h28:
		begin
			sreg <= 16'h4e20;
		end
	8'h29:
		begin
			sreg <= 16'h6900;
		end
	8'h2A:
		begin
			sreg <= 16'h6b4a;
		end
	8'h2B:
		begin
			sreg <= 16'h7410;
		end
	8'h2C:
		begin
			sreg <= 16'h8d4f;
		end
	8'h2D:
		begin
			sreg <= 16'h8e00;
		end
	8'h2E:
		begin
			sreg <= 16'h8f00;
		end
	8'h2F:
		begin
			sreg <= 16'h9000;
		end
	8'h30:
		begin
			sreg <= 16'h9100;
		end
	8'h31:
		begin
			sreg <= 16'h9600;
		end
	8'h32:
		begin
			sreg <= 16'h9a00;
		end
	8'h33:
		begin
			sreg <= 16'hb084;
		end
	8'h34:
		begin
			sreg <= 16'hb10c;
		end
	8'h35:
		begin
			sreg <= 16'hb20e;
		end
	8'h36:
		begin
			sreg <= 16'hb382;
		end
	8'h37:
		begin
			sreg <= 16'hb80a;
		end
	default:
		begin
			sreg <= 16'hFFFF;
		end
	endcase
	end
endmodule
```
==> results.txt <==
run results: Post-CTS Setup Bufs=0, first-pass GRT wire length=16.5 mm, number of vias per cell=5.10, Comb area=2140 um2, initial drt markers=408, # Cells Yosys=463, Slew headroom=48.8%, chip area=17,700 um2, initial antenna violation count=0, largest net degree at the start of global routing=51, Yosys top cell by area=edfxtp_1, post-route ant nets=0, CP Class=register to output port, Final GP Congestion=0.883, status=complete, no violations, wire length on met2=about 4.4 mm, total congestion overflow=0, Layout Area Growth over Synthesis=8.13%, flops & latches, synth=98, CP Data Required Time=5600 ps, n_diodes=0, DRC violations left=0, Max Buffers Root-to-Sink=2, sw power=0.317 mW, Pwr Density=238 nW/um2, WL met1=roughly 4.8 mm, clock sink count=98, Pwr Total=1.32 mW, # hold bufs at CTS=0, most frequent cell after synthesis=edfxtp_1, Worst setup EP type=output port, hold slack=between 300 and 400 ps, Cells after Synth=463, leak pwr=2.13 nW, Post-synth area hogs=edfxtp_1 41%, dfxtp_1 11%, a21o_1 4.4%, P_int=between 1 and 1.5 mW, switching portion of total power=between 20% and 30%, Tcrit/Tclk final=47.3%, clock share of power=39.6%, Peak VDD IR=0.000147 V, number of synthesized flops with an enable pin=70, Pre-antenna DRT Iters=5, Post-synth top flop=edfxtp_1, hold crit path type=register to register, fillers=1,632, Tightest Pin Transition=766 ps, R2R depth=8, CTS tree=done, DR vias=roughly 3,400, Detailed Place HPWL=6.12 mm, Final Setup Violations=0, Mapped Avg Cell Area=11.1 um2, Die Height=between 100 and 150 um, Final Hold Viols=0, Syn. warnings=4, CP Max Fanout=5, layout cell share with drive strength beyond 1=12.0%, top area contributor share=about two fifths, register share of total power=52.3%, clock skew=just over 9 ps, Final Non-Filler Cells=670, max cap viols=0, crit path time final=3310 ps, unrepaired setup endpoints after global routing=false, Post-Syn Area=5140 um2, Core ar.=approximately 17,000 um2, OpenROAD warnings=35, fmax=0.302 GHz, total wire length=10.0 mm, worst hold path depth=1, Port Buf Inserts=4, synthesis area per yosys=5140 um2, post-synth cell types=a little over 60, post_cts resized=0, Root Buffer=clkbuf_16, crit path launch type=register, FF+latch area=2660 um2, Post-Route Utilization=33.4%, routed len/inst=15.0 um, vias in the first global route=~3,200, Comb pwr share=8.1%, Top Metal Used=met4, clock buffer count from CTS=9, Total Neg Setup Slack=0 ps, GRT Util Overall=11.9%, Die X=133 um, Slew Viols, Final=0, # IOs=8, arrival time at the worst endpoint=1910 ps, Rows=47, Synth Seq Share=about 52%, DR WL met3=605 um, Insertion Delay late pin=350 ps, most instantiated cells after synthesis=70 x edfxtp_1, 30 x a21o_1, 28 x dfxtp_1, 26 x nor2_1, 25 x a21oi_1, Init Core Util=a little under a third, dpl cells=between 600 and 700, ys async rst share=0%, H-tree Lvls=3, clk slew on worst S/H paths=70 ps
==> layer usage <==
layer,track usage [%],vias up
met2,16.7,121
li1,-,1669
met4,2.68,0
met5,0,-
met3,2.81,18
met1,19.4,1612
==> cell usage in the layout (no fill, tap or decap), types with 3 or more instances in the layout <==
cell / instances
edfxtp_1: 70
a21o_1: 30
dfxtp_1: 28
nor2_1: 26
a21oi_1: 25
nand2_1: 21
o21ai_0: 21
mux2_2: 17
and2_1: 15
ha_1: 15
inv_1: 14
nand2b_1: 12
nand4_1: 9
nand3_1: 9
clkbuf_16: 9
nor3_1: 8
buf_4: 8
xnor2_1: 7
nor2b_1: 7
and3_1: 6
o211ai_1: 6
xor2_1: 5
a221oi_1: 5
or2_2: 4
o221ai_1: 4
a221o_1: 4
o21ai_1: 4
nor3b_1: 4
clkdlybuf4s50_1: 4
a311oi_1: 3
a211o_1: 3
or3_1: 3
mux2i_1: 3
==> cell type report <==
cell class                 instances  area share [%]
inverter                          16            1.08
clock buffer                       9            4.05
timing repair buffer              12            1.80
sequential                        98            47.9
clock inverter                     7            1.71
tap                              220            4.95
multi-input combinational        308            38.5
==> kinds of logic after synthesis <==
group | share of synthesized area (%)
other cells | 0.146
buf+inv | 6.58
xor+xnor | 2.05
simple gates | 14.9
mux | 4.31
compound gates | 16.6
flops | 51.8
fa+ha+maj | 3.65
==> power by group through the flow <==
| stage | clock (mW) | sequential (mW) | combinational, mW |
|---|---|---|---|
| 4_1_cts | 0.536 | 0.692 | 0.109 |
| 5_1_grt | 0.560 | 0.698 | 0.123 |
| 6_report | 0.523 | 0.692 | 0.107 |
==> worst paths after layout <==
| check | slack [ps] | to | startpoint |
|---|---|---|---|
| min reg2reg | 380 | sys_clk | sys_clk |
| max reg2reg | 4080 | u_i2c_sender.data_sr[23] | u_i2c_sender.divider[0] |
| min | 380 | sys_clk | sys_clk |
| max | 3690 | config_finished | u_ov7670_registers.sreg[1] |
==> worst max-delay path, stage by stage, from the launching register on <==
cell and delay, ps:
dfxtp_1 330, nand4_1 180, nor4_4 500, clkdlybuf4s50_1 560
==> sequential cells by signal, indices dropped and copies added, names as in the netlist <==
signal,flops
sys_clk,1
u_i2c_sender.data_sr,30
u_ov7670_registers.address,8
u_i2c_sender.divider,8
siod,1
u_i2c_sender.sioc,1
u_i2c_sender.busy_sr,32
u_ov7670_registers.sreg,16
u_i2c_sender.taken,1
==> through the flow <==
| step | instance area [um2] | setup slack, ps |
|---|---|---|
| final | 5560 | 3690 |
| after floorplan | 5140 | 3930 |
| after global placement | 5240 | 4020 |
| after CTS | 5560 | 3630 |
| after global routing | 5560 | 3550 |
| after detailed placement | 5240 | 4020 |
Power figures rest on the tool's default switching activity, not on a simulated workload.
